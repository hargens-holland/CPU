## design.v

```verilog
module dff (q, d, wen, clk, rst);
    output         q;  
    input          d;  
    input 	   wen;  
    input          clk;  
    input          rst;  
    reg            state;
    assign q = state;
    always @(posedge clk) begin
      state <= rst ? 0 : (wen ? d : state);
    end
endmodule
module NOT_dff (q, d, wen, clk, rst);
    output         q;  
    input          d;  
    input 	   wen;  
    input          clk;  
    input          rst;  
    reg            state;
    assign q = state;
    always @(posedge clk) begin
      state <= rst ? 1 : (wen ? d : state);
    end
endmodule
module EX_MEM_Regs (
    input clk, rst_n,
    input LLB_in,
    input LHB_in,
    input stall,
    input MemRead_in,
    input MemWrite_in,
    input MemToReg_in,
    input RegWrite_in,
    input ID_EX_hlt,
    input [15:0] ALU_result_in,
    input [3:0] write_reg_addr_in,
    input [15:0] mux2_out,
    input test,
    output EX_MEM_MemRead,
    output EX_MEM_MemWrite,
    output EX_MEM_MemToReg,
    output EX_MEM_RegWrite,
    output [15:0] EX_MEM_ALU_Result,
    output [15:0] EX_MEM_WriteData,
    output [3:0] EX_MEM_WriteRegAddr,
    output EX_MEM_hlt,
    output LLB_out,
    output LHB_out
);
    wire [15:0] store_address;
    wire delay_flag, next_delay_flag;
    wire write_enable;
    wire reset;
    wire delay_flag_out;
    wire MemRead_out1, MemRead_out2, MemWrite_out1, MemWrite_out2;
    assign write_enable = ~stall;
    assign reset = ~rst_n | (((MemRead_in == MemRead_out2 & MemRead_in == 1) | (MemWrite_in == MemWrite_out2 & MemWrite_in == 1)));
    dff memR1_dff (
        .q(MemRead_out1),
        .d(MemRead_in),
        .wen(write_enable),
        .clk(clk),
        .rst(~rst_n)
    );
    dff memR2_dff (
        .q(MemRead_out2),
        .d(MemRead_out1),
        .wen(write_enable),
        .clk(clk),
        .rst(~rst_n)
    );
    dff memW1_dff (
        .q(MemWrite_out1),
        .d(MemWrite_in),
        .wen(write_enable),
        .clk(clk),
        .rst(~rst_n)
    );
    dff memW2_dff (
        .q(MemWrite_out2),
        .d(MemWrite_out1),
        .wen(write_enable),
        .clk(clk),
        .rst(~rst_n)
    );
    assign next_delay_flag = (test & ~delay_flag) ? 1'b1 : 
                             delay_flag ? 1'b0 : 
                             delay_flag;
    dff delay_flag_dff (
        .q(delay_flag),
        .d(next_delay_flag),
        .wen(write_enable),
        .clk(clk),
        .rst(reset)
    );
    wire [15:0] addr_with_offset = ALU_result_in + 16'h0004;
    wire [15:0] next_store_address = (MemWrite_in & ~test & ~delay_flag) ? addr_with_offset : store_address;
    dff store_addr_dff[15:0] (
        .q(store_address),
        .d(next_store_address),
        .wen(write_enable),
        .clk(clk),
        .rst(reset)
    );
    wire [15:0] final_alu_result = ((MemWrite_in & test) | (MemWrite_in & delay_flag)) ? store_address : ALU_result_in;
    assign delay_flag_out = delay_flag;
    dff memread_dff (
        .q(EX_MEM_MemRead),
        .d(MemRead_in),
        .wen(write_enable),
        .clk(clk),
        .rst(reset)
    );
    dff memwrite_dff (
        .q(EX_MEM_MemWrite),
        .d(MemWrite_in),
        .wen(write_enable),
        .clk(clk),
        .rst(reset)
    );
    dff memtoreg_dff (
        .q(EX_MEM_MemToReg),
        .d(MemToReg_in),
        .wen(write_enable),
        .clk(clk),
        .rst(reset)
    );
    dff regwrite_dff (
        .q(EX_MEM_RegWrite),
        .d(RegWrite_in),
        .wen(write_enable),
        .clk(clk),
        .rst(reset)
    );
    dff alu_result_dff[15:0] (
        .q(EX_MEM_ALU_Result),
        .d(final_alu_result),
        .wen(write_enable),
        .clk(clk),
        .rst(reset)
    );
    dff write_data_dff[15:0] (
        .q(EX_MEM_WriteData),
        .d(mux2_out),
        .wen(write_enable),
        .clk(clk),
        .rst(reset)
    );
    dff write_reg_addr_dff[3:0] (
        .q(EX_MEM_WriteRegAddr),
        .d(write_reg_addr_in),
        .wen(write_enable),
        .clk(clk),
        .rst(reset)
    );
    dff hlt (
        .q(EX_MEM_hlt),
        .d(ID_EX_hlt),
        .wen(write_enable),
        .clk(clk),
        .rst(reset)
    );
    dff LLB (
        .q(LLB_out),
        .d(LLB_in),
        .wen(write_enable),
        .clk(clk),
        .rst(reset)
    );
    dff LHB (
        .q(LHB_out),
        .d(LHB_in),
        .wen(write_enable),
        .clk(clk),
        .rst(reset)
    );
endmodule
```

## run.sh

```bash
#!/bin/bash
# OpenROAD 26Q1-2900-gdf79404cd8, Yosys 0.63+post, stock flow scripts
make -C /OpenROAD-flow-scripts/flow DESIGN_CONFIG=/design/flow/config.mk WORK_HOME=/design/flow/orfs finish
```

## config.mk

```make
export PLATFORM = sky130hd
export DESIGN_NAME = EX_MEM_Regs
export DESIGN_NICKNAME = EX_MEM_Regs
export VERILOG_FILES = /design/flow/design.v
export SDC_FILE = /design/flow/constraint.sdc
export NUM_CORES = 4
export LEC_CHECK = 1
export CORE_UTILIZATION = 40
```

## constraint.sdc

```tcl
current_design EX_MEM_Regs

set clk_period 6.4
set clk_io_pct 0.2

create_clock -name clk0 -period $clk_period [get_ports {clk}]

set non_clock_inputs [all_inputs -no_clocks]
set_input_delay [expr $clk_period * $clk_io_pct] -clock clk0 $non_clock_inputs
set_output_delay [expr $clk_period * $clk_io_pct] -clock clk0 [all_outputs]
```

==> run summary <==
This note records the results obtained with Yosys and OpenROAD.

Logic synthesis
The share of the yosys chip area belonging to registers is 0.436. The largest non-sequential cell family by area is multiplexers. The cell area after synthesis is 2940 µm². In this run, the synthesized area fraction spent on and/or/nand/nor cells is recorded as 0.133. Of the total synthesized cell area, the portion taken by full adders, half adders and majority gates is 0.00426. For this run, the leading register cell type out of synthesis is sky130_fd_sc_hd__dfxtp_1. Yosys reported a register bit count of 64.

In this run, synthesis inferred 0 flip-flops with an integrated enable. Summing all multiplexer cells gives an area fraction of 0.218. For this run, the number of Yosys warnings is 1. Counting distinct cell types in the post-synthesis netlist gives 27. Yosys stat counts 302 cells in the synthesized netlist. The area fraction in xor and xnor cells is 0.0358. The area share of and-or/or-and cells after synthesis is 0.0524. After technology mapping, the gate count stands at 302. The mean cell area of the mapped netlist is 9.73 µm².

The chip area line of the yosys report is 2940 µm². The fraction of synthesis flops using an asynchronous set or reset pin is 0.

Global routing
The first global-routing pass estimated 9230 µm of wire. Recorded from the global router log, the overflow total was 0. The global routing report lists combined usage of all routing layers as 0.155. Entering global routing, the biggest net connects 52 pins.

The initial antenna violation count is 0. The number of global-route vias before repair came to 1,945.

STA
The hold slack is 0.465 ns. Max-slew check failures listed in the final report amount to 0. From the final report, the count of setup violators was given as 0. The final tally of hold violations is 0. After layout, the minimum clock period comes to 2.62 ns.

The flow reports an fmax of 0.382 GHz. Measured against its own limit, the worst slew margin works out to 0.460. The part of the cycle the worst path needs is 0.409. For the pin with the worst max-slew slack, the measured transition is 0.811 ns. Setup repair after global routing left no endpoint under its margin. Between clock sinks in the finished design, the worst skew comes to 0.00751 ns. In the final timing run, aggregate negative setup slack is 0 ns.

Floorplan
The initial standard-cell utilization of the core is 0.423. The number of I/O pins is 90. From left edge to right edge, the die measures 87.7 µm. The die boundary height is 87.7 µm. The number of rows in the core area is 30. According to the floorplan report, the placeable core area is 6940 µm².

According to the floorplan report, the total die area is 7690 µm².

Route
Once detail routing completed, the nets flagged for antenna violations numbered 0. According to the report, the first pass of detailed routing completed in 4 iterations. In the routed layout, each cell is associated on average with a via count of 4.66.

The final wirelength is 5570 µm. After detailed routing, the average wire length per cell comes to 12.2 µm. 0 antenna diodes ended up in the layout. The detailed-route DRC error count is 0. The total via count in the routed design is 2,119. The first-iteration detailed-routing DRC count is 79.

Finish
The post-synthesis to final-layout area growth is 30.6%. The final-layout fill cell count is 597. In the final layout, flip-flops and latches occupy 1280 µm².

The top logic cell by instance count in the layout is sky130_fd_sc_hd__clkdlybuf4s50_1. The multi-input combinational cells in the finished layout cover a total of 1310 µm². In the final layout, the share of cells above drive strength 1 is 0.125.

Per the cell usage report, the commonest logic cells after layout are 88 x sky130_fd_sc_hd__clkdlybuf4s50_1, 64 x sky130_fd_sc_hd__dfxtp_1, 61 x sky130_fd_sc_hd__nor2_1.

Clock network
The number of gates given a new drive strength after cts is 0. The CTS log lists the clock sinks for this run as 64. The CTS buffer count is 9.

The registers of the reported paths see a clock transition of 0.07 ns. The number of setup buffers added after CTS is 0. The hold-fix buffer count after cts is 0.

The CTS tree is done. The later pin in the worst-skew pair is clocked with a latency of 0.34 ns. The CTS root buffer is sky130_fd_sc_hd__clkbuf_8.

CTS built an H-tree with a depth of 3. The clock passes through at most 2 buffers.

Job
Across the run, the number of max-cap violations was 0. The tool warning count for the run is 25.

Critical path
The launching element type of the critical path is an input port. The critical-path maximum fanout is 51. The end of the worst register-to-register path is alu_result_dff[2].state. STA puts the critical path data required time at 6.60 ns. The setup path with the least slack is of type input port to flip-flop. STA classifies the critical path endpoint as a flip-flop. The number of cells on the worst reg-to-reg path is 5.

The launch point of the critical path was reported as stall. The worst-case register-to-register setup slack is 4.99 ns. At the worst endpoint, the arrival time is 2.82 ns. The startpoint of the lowest-slack register-to-register path is delay_flag_dff.state.

Worst hold path
For hold timing, the worst endpoint is memwrite_dff.state. The path type of the worst min-delay path is flip-flop to flip-flop. The worst hold path depth is 2.

The launch instance of the worst min-delay path is memwrite_dff.state.

Place
The detailed placer's ending HPWL is 3530 µm. Input and output buffers added on the ports amount to 89. The last weighted congestion value of the routability-driven placer is 0.786.

Power
Per the OpenROAD power report, leakage power amounts to 1.51 nW. The power density of the placed cells is 240 nW/µm². The analysis reports a worst IR drop on VDD of 180 µV.

Status
The run finished with clean final reports.
## sequential cells by signal, indices dropped and copies added (netlist names)
name and count:
alu_result_dff.state 16, store_addr_dff.state 16, write_data_dff.state 16, write_reg_addr_dff.state 4, LHB.state 1, LLB.state 1, delay_flag_dff.state 1, hlt.state 1
memR1_dff.state 1, memR2_dff.state 1, memW1_dff.state 1, memW2_dff.state 1, memread_dff.state 1, memtoreg_dff.state 1, memwrite_dff.state 1, regwrite_dff.state 1
## power by group
part | switching, mW | internal, mW | total (mW)
combinational | 0.0508 | 0.0862 | 0.137
sequential | 0.0108 | 0.422 | 0.433
clock | 0.150 | 0.200 | 0.350
total | 0.211 | 0.708 | 0.920
## worst max-delay path, cell delays in order
cell and delay (ns):
sky130_fd_sc_hd__buf_2 0.10, sky130_fd_sc_hd__buf_4 0.36, sky130_fd_sc_hd__nand2b_1 0.32, sky130_fd_sc_hd__nor3_2 0.12, sky130_fd_sc_hd__buf_4 0.33, sky130_fd_sc_hd__mux2i_1 0.22, sky130_fd_sc_hd__nor2_1 0.05
## stage by stage
step                std cells   util  instance area [µm²]  power, mW  setup slack [ns]
global placement          439  0.524                 3640      0.579              3.45
CTS                       455  0.553                 3840      0.933              3.79
detailed placement        439  0.524                 3640      0.580              3.44
floorplan                 302      -                 2940      0.521              4.04
finish                    455  0.553                 3840      0.920              3.78
global route              455  0.553                 3840      0.964              3.65
## worst max path at each step
stage | end | depth (start not counted) | slack (ns)
4_1_cts | store_addr_dff[0].state | 7 | 3.79
5_1_grt | store_addr_dff[9].state | 7 | 3.65
6_report | store_addr_dff[0].state | 7 | 3.78
## logic make-up (layout without fill, tap and decap cells)
family          Yosys count  count (layout)
simple gates             88              88
flops                    64              64
mux                      62              62
buf+inv                  55             112
compound gates           20              20
xor+xnor                 12              12
fa+ha+maj                 1               1
## cell type report
class                           count  area share
Inverter                            3     0.00293
Clock inverter                      3      0.0104
Sequential cell                    64       0.334
Timing Repair Buffer               93       0.239
Multi-Input combinational cell    183       0.341
Tap cell                           96      0.0313
Clock buffer                       13      0.0414
## routing by layer
| layer | vias to the layer above | GRT usage | part of all wire |
|---|---|---|---|
| met3 | 7 | 0.0477 | 0.072 |
| met2 | 68 | 0.237 | 0.42 |
| li1 | 1083 | - | - |
| met4 | 0 | 0.0164 | 0.012 |
| met1 | 961 | 0.232 | 0.50 |
| met5 | - | 0 | 0 |
## Yosys cell counts (2+ instances only)
master	instances	area share
sky130_fd_sc_hd__nand3_2	2	0.0068
sky130_fd_sc_hd__clkbuf_1	4	0.0051
sky130_fd_sc_hd__buf_2	7	0.012
sky130_fd_sc_hd__mux2_2	16	0.061
sky130_fd_sc_hd__xnor2_1	11	0.033
sky130_fd_sc_hd__nor2b_1	2	0.0043
sky130_fd_sc_hd__a21oi_1	3	0.0051
sky130_fd_sc_hd__buf_1	4	0.0051
sky130_fd_sc_hd__inv_1	3	0.0038
sky130_fd_sc_hd__a211oi_1	11	0.028
sky130_fd_sc_hd__nand2_1	10	0.013
sky130_fd_sc_hd__mux2i_1	46	0.16
sky130_fd_sc_hd__buf_4	37	0.095
sky130_fd_sc_hd__nor3_1	5	0.0085
sky130_fd_sc_hd__nor2_1	61	0.078
sky130_fd_sc_hd__a211oi_2	2	0.0085
sky130_fd_sc_hd__nand3_1	2	0.0034
sky130_fd_sc_hd__dfxtp_1	64	0.44
sky130_fd_sc_hd__nor4_2	2	0.0085
sky130_fd_sc_hd__nand2b_1	2	0.0043
sky130_fd_sc_hd__a21boi_0	2	0.0051
No activity file was given, so power comes from the tool's default toggle rates.
