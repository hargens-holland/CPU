==> flow/design.v <==
module EXECUTE(ID_EX_RegisterRs, ID_EX_RegisterRt, ID_EX_Immediate, useImmediate, forwardA, forwardB, MEM_WB_Forward, EX_MEM_Forward, ALU_OP, LHB, LLB, ALU_out, mux2_out, N, V, Z, flagEnable, ID_EX_PC_plus2);  
    input wire [15:0] ID_EX_RegisterRs, ID_EX_RegisterRt;
    input wire [15:0] ID_EX_Immediate;  
    input wire [15:0] MEM_WB_Forward, EX_MEM_Forward, ID_EX_PC_plus2;  
    input wire useImmediate;  
    input wire [1:0] forwardA, forwardB;  
    input wire [3:0] ALU_OP;
    input LHB;
    input LLB;
    output wire [2:0] flagEnable;  
    output wire [15:0] ALU_out;  
    output wire [15:0] mux2_out;
    output wire N, V, Z;  
    wire [15:0] mux1_out;
    assign mux1_out = forwardA[1] ? (forwardA[0] ? {EX_MEM_Forward[7:0], MEM_WB_Forward[7:0]} : EX_MEM_Forward) :
        (forwardA[0] ? LHB ? {MEM_WB_Forward[7:0], ID_EX_RegisterRs[7:0]} : 
            LLB ? {8'h0, MEM_WB_Forward[7:0]} : MEM_WB_Forward :
            ID_EX_RegisterRs);  
    assign mux2_out = (ALU_OP == 4'b1110) ? ID_EX_PC_plus2 : useImmediate ? (ID_EX_Immediate) : 
        forwardB[1] ? (forwardB[0] ? {EX_MEM_Forward[7:0], MEM_WB_Forward[7:0]} : EX_MEM_Forward) :
            forwardB[0] ? LHB ? {MEM_WB_Forward[7:0], ID_EX_RegisterRt[7:0]} : 
            LLB ? {8'h0, MEM_WB_Forward[7:0]} : MEM_WB_Forward :
                ID_EX_RegisterRt;  
    ALU alu1(.ALU_Out(ALU_out), .ALU_In1(mux1_out), .ALU_In2(mux2_out), .N(N), .V(V), .Z(Z), .Opcode(ALU_OP), .flagEnable(flagEnable));
endmodule
module ALU (ALU_Out, ALU_In1, ALU_In2, N, V, Z, Opcode, flagEnable);
input [15:0] ALU_In1, ALU_In2;
input [3:0] Opcode;
output reg N, V, Z;
output reg [2:0] flagEnable;
output reg [15:0] ALU_Out;
    wire [15:0] Sum, Shift_Out, Sum_red, Sum_par;
    wire sub, Ovfl;
    cla_16bit cla_16b(.A(ALU_In1), .B(Opcode == 4'b1001 ? ALU_In2 << 1 : ALU_In2), .sub(sub), .Sum_sat(Sum), .Ovfl(Ovfl));
    PSA_16bit pa1(.Sum_sat(Sum_par), .A(ALU_In1), .B(ALU_In2));
    shifter shft(.rd(Shift_Out), .rs(ALU_In1), .imm(ALU_In2), .mode(Opcode[1:0]));
    reduction_unit red(.Sum(Sum_red), .A(ALU_In1), .B(ALU_In2));
    assign sub = (Opcode == 4'h1);
    always @ (*) begin
        flagEnable = 3'b000;
        case (Opcode)
            4'h0: begin
                ALU_Out = Sum;
                N = ALU_Out[15];
                V = Ovfl;
                Z = (ALU_Out == 0);
                flagEnable = 3'b111;
            end
            4'h1: begin
                ALU_Out = Sum;
                N = ALU_Out[15];
                V = Ovfl;
                Z = (ALU_Out == 0);
                flagEnable = 3'b111;
            end
            4'h2: begin
                ALU_Out = ALU_In1 ^ ALU_In2;
                Z = (ALU_Out == 0);
                flagEnable = 3'b001;
            end
            4'h3: begin
                ALU_Out = Sum_red;
                flagEnable = 3'b000;
            end
            4'h4: begin
                ALU_Out = Shift_Out;
                Z = (ALU_Out == 0);
                flagEnable = 3'b001;
            end
            4'h5: begin
                ALU_Out = Shift_Out;
                Z = (ALU_Out == 0);
                flagEnable = 3'b001;
            end
            4'h6: begin
                ALU_Out = Shift_Out;
                Z = (ALU_Out == 0);
                flagEnable = 3'b001;
            end
            4'h7: begin
                ALU_Out = Sum_par;
                flagEnable = 3'b000;
            end
            4'h8: begin
                ALU_Out = Sum;
            end
            4'h9: begin
                ALU_Out = Sum;
            end
            default: begin
                ALU_Out = ALU_In2;
                flagEnable = 3'b000;
                N = 0;
                V = 0;
                Z = 0;
            end
        endcase
    end
endmodule
module PSA_16bit (Sum_sat, A, B);
input [15:0] A, B;  
output [15:0] Sum_sat;  
    wire Ovfl1, Ovfl2, Ovfl3, Ovfl4;
    wire [15:0] Sum;
    full_adder_1bit FA0 (.A(A[0]), .B(B[0]), .Cin(1'b0), .Sum(Sum[0]), .Cout(Carry1));
    full_adder_1bit FA1 (.A(A[1]), .B(B[1]), .Cin(Carry1),  .Sum(Sum[1]), .Cout(Carry2));
    full_adder_1bit FA2 (.A(A[2]), .B(B[2]), .Cin(Carry2),  .Sum(Sum[2]), .Cout(Carry3));
    full_adder_1bit FA3 (.A(A[3]), .B(B[3]), .Cin(Carry3),  .Sum(Sum[3]), .Cout(Cout));
    assign Ovfl1 = (A[3] == B[3]) && (Sum[3] != A[3]);
    assign Sum_sat[3:0] = (Ovfl1) ? ((A[3] == 0 && B[3] == 0 && Sum[3] == 1) ? 4'h7 : 4'h8) : Sum[3:0];
    full_adder_1bit FA4 (.A(A[4]), .B(B[4]), .Cin(1'b0), .Sum(Sum[4]), .Cout(Carry4));
    full_adder_1bit FA5 (.A(A[5]), .B(B[5]), .Cin(Carry4),  .Sum(Sum[5]), .Cout(Carry5));
    full_adder_1bit FA6 (.A(A[6]), .B(B[6]), .Cin(Carry5),  .Sum(Sum[6]), .Cout(Carry6));
    full_adder_1bit FA7 (.A(A[7]), .B(B[7]), .Cin(Carry6),  .Sum(Sum[7]), .Cout(Cout));
    assign Ovfl2 = (A[7] == B[7]) && (Sum[7] != A[7]);
    assign Sum_sat[7:4] = (Ovfl2) ? ((A[7] == 0 && B[7] == 0 && Sum[7] == 1) ? 4'h7 : 4'h8) : Sum[7:4];
    full_adder_1bit FA8 (.A(A[8]), .B(B[8]), .Cin(1'b0), .Sum(Sum[8]), .Cout(Carry7));
    full_adder_1bit FA9 (.A(A[9]), .B(B[9]), .Cin(Carry7),  .Sum(Sum[9]), .Cout(Carry8));
    full_adder_1bit FA10 (.A(A[10]), .B(B[10]), .Cin(Carry8),  .Sum(Sum[10]), .Cout(Carry9));
    full_adder_1bit FA11 (.A(A[11]), .B(B[11]), .Cin(Carry9),  .Sum(Sum[11]), .Cout(Cout));
    assign Ovfl3 = (A[11] == B[11]) && (Sum[11] != A[11]);
    assign Sum_sat[11:8] = (Ovfl3) ? ((A[11] == 0 && B[11] == 0 && Sum[11] == 1) ? 4'h7 : 4'h8) : Sum[11:8];
    full_adder_1bit FA12 (.A(A[12]), .B(B[12]), .Cin(1'b0), .Sum(Sum[12]), .Cout(Carry10));
    full_adder_1bit FA13 (.A(A[13]), .B(B[13]), .Cin(Carry10),  .Sum(Sum[13]), .Cout(Carry11));
    full_adder_1bit FA14 (.A(A[14]), .B(B[14]), .Cin(Carry11),  .Sum(Sum[14]), .Cout(Carry12));
    full_adder_1bit FA15 (.A(A[15]), .B(B[15]), .Cin(Carry12),  .Sum(Sum[15]), .Cout(Cout));
    assign Ovfl4 = (A[15] == B[15]) && (Sum[15] != A[15]);
    assign Sum_sat[15:12] = (Ovfl4) ? ((A[15] == 0 && B[15] == 0 && Sum[15] == 1) ? 4'h7 : 4'h8) : Sum[15:12];
endmodule
module full_adder_1bit (input A, input B, input Cin, output Sum, output Cout);
    assign Sum = (A ^ B) ^ Cin;
    assign Cout = (A & B) | (A & Cin) | (B & Cin);
endmodule
module cla_16bit_nonSAT (input [15:0] A, input [15:0] B, output [15:0] Sum);
    wire [2:0] C;
    cla_4bit cla0 (.A(A[3:0]),   .B(B[3:0]),   .Cin(1'b0),   .sum(Sum[3:0]), .Cout(C[0]));
    cla_4bit cla1 (.A(A[7:4]),   .B(B[7:4]),   .Cin(C[0]),   .sum(Sum[7:4]), .Cout(C[1]));
    cla_4bit cla2 (.A(A[11:8]),  .B(B[11:8]),  .Cin(C[1]),   .sum(Sum[11:8]), .Cout(C[2]));
    cla_4bit cla3 (.A(A[15:12]), .B(B[15:12]), .Cin(C[2]),   .sum(Sum[15:12]), .Cout());
endmodule
module cla_16bit (input [15:0] A, input [15:0] B, input sub, output [15:0] Sum_sat, output Ovfl);
    wire [2:0] C;
    wire [15:0] B_sub, Sum;
    assign B_sub = sub ? ~B : B;
    cla_4bit cla0 (.A(A[3:0]),   .B(B_sub[3:0]),   .Cin(sub),   .sum(Sum[3:0]), .Cout(C[0]));
    cla_4bit cla1 (.A(A[7:4]),   .B(B_sub[7:4]),   .Cin(C[0]),   .sum(Sum[7:4]), .Cout(C[1]));
    cla_4bit cla2 (.A(A[11:8]),  .B(B_sub[11:8]),  .Cin(C[1]),   .sum(Sum[11:8]), .Cout(C[2]));
    cla_4bit cla3 (.A(A[15:12]), .B(B_sub[15:12]), .Cin(C[2]),   .sum(Sum[15:12]), .Cout());
    assign Ovfl = (sub) ? (A[15] != B[15]) && (Sum[15] != A[15]) : (A[15] == B[15]) && (Sum[15] != A[15]);
    assign Sum_sat = Ovfl ? (~sub ? (A[15] == 0 & B[15] == 0 & Sum[15] == 1 ? 16'h7FFF : 16'h8000) : (A[15] == 0 & B[15] == 1 & Sum[15] == 1 ? 16'h7FFF : 16'h8000)) : Sum;
endmodule
module cla_4bit (input [3:0] A, input [3:0] B, input Cin, output [3:0] sum, output Cout);
    wire [3:0] G = A & B;
    wire [3:0] P = A ^ B;
    wire [4:0] C;
    assign C[0] = Cin;
    assign C[1] = G[0] | (P[0] & C[0]);
    assign C[2] = G[1] | (P[1] & G[0]) | (P[1] & P[0] & C[0]);
    assign C[3] = G[2] | (P[2] & G[1]) | (P[2] & P[1] & G[0]) | (P[2] & P[1] & P[0] & C[0]);
    assign C[4] = G[3] | (P[3] & G[2]) | (P[3] & P[2] & G[1]) | (P[3] & P[2] & P[1] & G[0]) | (P[3] & P[2] & P[1] & P[0] & C[0]);
    assign sum = P ^ C[3:0];
    assign g_out = G[3] | (P[3] & G[2]) | (P[3] & P[2] & G[1]) | (P[3] & P[2] & P[1] & G[0]);
    assign p_out = P[3] & P[2] & P[1] & P[0];
    assign Cout = C[4];
endmodule
module cla_4bit_sat (input [3:0] A, input [3:0] B, input Cin, output [3:0] Sum_sat, output g_out, output p_out, output Cout);
    wire [3:0] G = A & B;
    wire [3:0] P = A ^ B;
    wire [3:0] C, Sum;
    assign C[0] = Cin;
    assign C[1] = G[0] | (P[0] & C[0]);
    assign C[2] = G[1] | (P[1] & G[0]) | (P[1] & P[0] & C[0]);
    assign C[3] = G[2] | (P[2] & G[1]) | (P[2] & P[1] & G[0]) | (P[2] & P[1] & P[0] & C[0]);
    assign Sum = P ^ C;
    assign Sum_sat = ((A[3] == B[3]) & (Sum[3] != A[3])) ? ((A[3] == 0 & B[3] == 0 & Sum[3] == 1) ? 4'b0111 : 4'b1000) : Sum;
endmodule
module reduction_unit (output [15:0] Sum, input [15:0] A, input [15:0] B);
     wire[4:0] aeSum, bfSum, cgSum, dhSum;
    wire[5:0] aebfSum, cgdhSum;
    wire[6:0] finalSum;
    wire carry1, carry2, carry3, Cout1, Cout2, Cout3, Cout4, Cout5, Cout6, Cout7;
    wire [3:0] aebf2_sum, cgdh2_sum, final2_sum;
    cla_4bit ae(.A(A[15:12]), .B(B[15:12]), .Cin(1'b0), .sum(aeSum[3:0]), .Cout(Cout1));
    assign aeSum[4] = Cout1 ^ A[15] ^ B[15];
    cla_4bit bf(.A(A[11:8]), .B(B[11:8]), .Cin(1'b0), .sum(bfSum[3:0]), .Cout(Cout2));
    assign bfSum[4] = Cout2 ^ A[11] ^ B[11];
    cla_4bit cg(.A(A[7:4]), .B(B[7:4]), .Cin(1'b0), .sum(cgSum[3:0]), .Cout(Cout3));
    assign cgSum[4] = Cout3 ^ A[7] ^ B[7];
    cla_4bit dh(.A(A[3:0]), .B(B[3:0]), .Cin(1'b0), .sum(dhSum[3:0]), .Cout(Cout4));
    assign dhSum[4] = Cout4 ^ A[3] ^ B[3];
    cla_4bit aebf1(.A(aeSum[3:0]), .B(bfSum[3:0]), .Cin(1'b0), .sum(aebfSum[3:0]), .Cout(carry1));
    cla_4bit aebf2(.A({{3{aeSum[4]}}, aeSum[4]}), .B({{3{bfSum[4]}}, bfSum[4]}), .Cin(carry1), .sum(aebf2_sum), .Cout(Cout5));
    assign aebfSum[4] = aebf2_sum[0];  
    assign aebfSum[5] = Cout5 ^ aeSum[4] ^ bfSum[4];
    cla_4bit cgdh1(.A(cgSum[3:0]), .B(dhSum[3:0]), .Cin(1'b0), .sum(cgdhSum[3:0]), .Cout(carry2));
    cla_4bit cgdh2(.A({{3{cgSum[4]}}, cgSum[4]}), .B({{3{dhSum[4]}}, dhSum[4]}), .Cin(carry2), .sum(cgdh2_sum), .Cout(Cout6));
    assign cgdhSum[4] = cgdh2_sum[0];  
    assign cgdhSum[5] = Cout6 ^ cgSum[4] ^ dhSum[4];
    cla_4bit final1(.A(aebfSum[3:0]), .B(cgdhSum[3:0]), .Cin(1'b0), .sum(finalSum[3:0]), .Cout(carry3));
    cla_4bit final2(.A({{2{aebfSum[5]}}, aebfSum[5:4]}), .B({{2{cgdhSum[5]}}, cgdhSum[5:4]}), .Cin(carry3), .sum(final2_sum), .Cout(Cout7));
    assign finalSum[5:4] = final2_sum[1:0];  
    assign finalSum[6] = Cout7 ^ aebfSum[5] ^ cgdhSum[5];
    assign Sum = {{9{finalSum[6]}}, finalSum};
endmodule
module shifter (rd, rs, imm, mode);
    output [15:0] rd;
    input [15:0] rs;
    input [1:0] mode;
    input [15:0] imm;
    wire [15:0] s1_l, s2_l, s4_l, s8_l, s1_r, s2_r, s4_r, s8_r, r1_r, r2_r, r4_r, r8_r;
    assign s1_l = imm[0] ? {rs[14:0], 1'b0} : rs;
    assign s2_l = imm[1] ? {s1_l[13:0], 2'b00} : s1_l;
    assign s4_l = imm[2] ? {s2_l[11:0], 4'b0000} : s2_l;
    assign s8_l = imm[3] ? {s4_l[7:0], 8'b00000000} : s4_l;
    assign s1_r = imm[0] ? {rs[15], rs[15:1]} : rs;
    assign s2_r = imm[1] ? {{2{rs[15]}}, s1_r[15:2]} : s1_r;
    assign s4_r = imm[2] ? {{4{rs[15]}}, s2_r[15:4]} : s2_r;
    assign s8_r = imm[3] ? {{8{rs[15]}}, s4_r[15:8]} : s4_r;
    assign r1_r = imm[0] ? {rs[0], rs[15:1]} : rs;
    assign r2_r = imm[1] ? {r1_r[1:0], r1_r[15:2]} : r1_r;
    assign r4_r = imm[2] ? {r2_r[3:0], r2_r[15:4]} : r2_r;
    assign r8_r = imm[3] ? {r4_r[7:0], r4_r[15:8]} : r4_r;
    assign rd = mode[0] ? s8_r : mode[1] ? r8_r : s8_l;
endmodule
==> flow/run.sh <==
#!/bin/bash
# OpenROAD 26Q1-2900-gdf79404cd8, Yosys 0.63+post, stock flow scripts
make -C /OpenROAD-flow-scripts/flow DESIGN_CONFIG=/design/flow/config.mk WORK_HOME=/design/flow/orfs finish
==> flow/config.mk <==
export PLATFORM = sky130hd
export DESIGN_NAME = EXECUTE
export DESIGN_NICKNAME = EXECUTE
export VERILOG_FILES = /design/flow/design.v
export SDC_FILE = /design/flow/constraint.sdc
export NUM_CORES = 4
export LEC_CHECK = 1
export CORE_UTILIZATION = 40
==> flow/constraint.sdc <==
current_design EXECUTE

set clk_period 19.1
set clk_io_pct 0.2

create_clock -name clk0 -period $clk_period

set non_clock_inputs [all_inputs -no_clocks]
set_input_delay [expr $clk_period * $clk_io_pct] -clock clk0 $non_clock_inputs
set_output_delay [expr $clk_period * $clk_io_pct] -clock clk0 [all_outputs]
==> flow_summary.toml <==
# implementation run metrics
[run_status]
status = "complete, no violations"

[synth]
synthesis.area_per_instance_um2 = 6.87
synth-area-yosys_mm2 = 0.00689
postSynth.asyncResetShare_pct = 0
synth-warning-count = 16
yosysCellCount = 1003
post_synth_instance_area_mm2 = 0.00689
synth_flop_count = 3
synth_cell_types = 91
synthCells = 1003
ys_dominant_reg_cell = "dlxtn_1"
edf_count = 0

[floorplanning]
die-height_um = 133
rows = 47
floorplan.initialDensity_pct = 41.3
boundaryPins = 145
die-width_um = 133
die_area_mm2 = 0.0178
design.core.area_mm2 = 0.0167

[sta]
fmax_mhz = 68.7
slew_headroom_pct = 41.2
unclocked_pins = 3
worstMarginPinSlew_ns = 0.882
finalSetupTns_ns = 0
final_max_slew_violation_count = 0
endpoints_left_unconstrained = 6
grt_setup_unrepaired = "false"
final_hold_viol_count = 0
fin_crit_sh_pct = 76.2
final-setup-viol-count = 0
setup_ws_ns = 4.54
holdWs_ns = 8.70
period_needed_ns = 14.56

[critical_path]
crit_start = "ALU_OP[3]"
timing.setup.critical_path_class = "primary input to output port"
timing.critical_path.to_type = "output port"
timing.critical_path.to = "ALU_out[6]"
critical_path_cell_count = 26
crit_fanout = 38
cp_data_required_time_ns = 15.28
worst-endpoint-arrival_ns = 10.74
cp-start-kind = "primary input"
worst_path_buffer_plus_inverter_count = 7
cp_slowest_cell = "clkdlybuf4s50_1"
critPathTopFamily = "buffers and inverters"
biggest_cell_delay_along_the_critical_path_ns = 0.81

[global_routing]
globalRouteMet3Util_pct = 3.65
grt_pass1_vias = 7615
met1_usage_pct = 48.5
grt_pass1_wl_mm = 45.1
grt_antenna_before_repair = 1
grt_usage_pct = 33.9
global_route.overflow_total = 0
grt_start_max_net_pins = 39
grt_busiest_layer = "met2"
grtUsageMet2_pct = 53.7

[placed_design]
detailed_place_hpwl_mm = 23.5
placed_cell_area_mm2 = 0.00838
gpl.final_weighted_congestion = 1.02
worst_setup_slack_before_clock_tree_synthesis_ns = 4.66
place.port_buffers = 145

[flow_run]
cap_viol_max_count = 0
log.warning_count = 41

[power_and_ir_drop]
power.switching_uw = 345
irDropWorstVdd_mv = 0.0780
cellPowerDensity_mw_per_mm2 = 73.5
leakage_nw = 3.40
sw_frac_of_total_pct = 56.0
power.internal_uw = 271

[final_layout]
layout-area-overhead-vs-synth_pct = 21.6
design_area_mm2 = 0.00838
drive_gt1_share_pct = 6.87

[detailed_routing]
detail_route.first_pass.iterations = 5
post_drt_wl_per_cell_um = 22.6
vias_per_cell = 6.22
drc_marker_count_from_the_first_detailed_route_iteration = 880
number_of_vias_after_detailed_routing = 8165
drt_wl_total_mm = 29.7
ant_nets = 0
post-route-drc-count = 0

[clocking]
count_of_instances_resized_after_the_clock_tree_is_built = 0
cts_hold_buf = 0
buffers_inserted_by_post_cts_timing_repair = 0

[min_path]
hold_path.class = "primary input to output port"
## tightest hold or removal path, cell delays in order
cell	delay, ns
clkdlybuf4s50_1	0.40
nor2_1	0.10
a21oi_1	0.13
clkdlybuf4s50_1	0.44
## synth_stat cells (4+ instances only)
master	count	area share [%]
o22ai_1	13	1.2
o21ai_0	63	4.6
clkbuf_1	32	1.7
or2_2	6	0.54
nor3_1	24	1.7
xor2_1	14	1.8
and2_1	12	1.1
a311oi_1	6	0.76
nor2b_1	7	0.64
o31ai_1	9	0.98
and3_1	7	0.64
o211ai_1	8	0.87
nand3b_1	8	0.87
a22oi_1	14	1.5
nor2_1	82	4.5
a31o_2	5	0.64
o21ai_1	4	0.29
nor4_1	4	0.36
o21a_1	9	0.98
buf_4	25	2.7
o221a_2	4	0.65
o32ai_1	5	0.64
a221oi_1	20	2.5
mux2i_1	50	7.3
mux2_2	7	1.1
or4_1	4	0.44
o221ai_1	8	1.0
a22o_1	5	0.64
a211oi_1	15	1.6
nand2_1	88	4.8
o211a_1	4	0.58
buf_2	23	1.7
ha_1	52	9.4
inv_1	60	3.3
nand3_1	12	0.87
nand4b_1	5	0.64
nor3b_1	7	0.76
a21oi_1	100	7.3
xnor2_1	44	5.6
a21o_1	13	1.4
nand4_1	6	0.54
nand2b_1	11	1.0
fa_1	18	5.2
a32oi_1	7	0.89
a31oi_1	10	0.91
## cell type report
type	count	area, µm²
Multi-Input combinational cell	849	6140
Tap cell	220	275
Fill cell	1714	8320
Timing Repair Buffer	175	1680
Inverter	64	240
Sequential cell	3	45.0
Antenna cell	1	2.50
## per-stage QoR
step                      power, mW  instances  utilization [%]
after global placement        0.615       1311             50.2
final                         0.616       1312             50.2
after CTS                     0.613       1311             50.2
after global routing          0.675       1311             50.2
after floorplan               0.420       1003                -
after detailed placement      0.609       1311             50.2
## flip-flops by register name, indices dropped and copies added, names as in the netlist
register	count
alu1.N	1
alu1.V	1
alu1.Z	1
## power by group through the flow
| stage | Sequential, mW | Clock (mW) | Combinational (mW) |
|---|---|---|---|
| after global routing | 0.000577 | 0 | 0.674 |
| after CTS | 0.000572 | 0 | 0.612 |
## cells in the final DEF (no fill, tap or decap), drive strengths merged, types with 7 or more instances in the layout
master,n
nor2b,7
nand2b,11
ha,52
o22ai,13
a32oi,7
o31ai,9
nor3b,7
and2,13
xor2,14
nand3,13
a31oi,10
and3,7
nand2,88
o211ai,8
clkdlybuf4s50,145
inv,63
mux2i,51
a21o,13
buf,30
nor2,83
o21a,10
a211oi,15
mux2,8
a22oi,15
o21ai,67
a221oi,22
nor3,24
o221ai,8
a21oi,100
fa,18
nand3b,8
xnor2,44
## metal layers
| layer | up-vias | part of all wire, % |
|---|---|---|
| met5 | - | 0 |
| met4 | 0 | 3.2 |
| met3 | 72 | 8.7 |
| met2 | 440 | 45 |
| met1 | 3754 | 43 |
| li1 | 3899 | - |
## cells by family (layout without fill, tap and decap cells)
group	after synthesis	count (layout)	share of synthesized area [%]
xor+xnor	58	58	7.37
mux	62	62	9.93
simple gates	299	299	21.3
other cells	0	1	0
compound gates	359	359	35.6
buf+inv	151	239	10.4
latches	3	3	0.654
fa+ha+maj	71	71	14.8
## worst min path at each step
stage | endpoint | start | cells past startpoint
after CTS | mux2_out[4] | ID_EX_PC_plus2[4] | 4
after global routing | mux2_out[4] | ID_EX_PC_plus2[4] | 4
final | mux2_out[4] | ID_EX_PC_plus2[4] | 4
Power is estimated from default activity; no workload was simulated.
